## design/flow/run.sh

```bash
#!/bin/bash
# OpenROAD 26Q1-2900-gdf79404cd8, Yosys 0.63+post, stock flow scripts
make -C /OpenROAD-flow-scripts/flow DESIGN_CONFIG=/design/flow/config.mk WORK_HOME=/design/flow/orfs finish
```

## design/flow/config.mk

```make
export PLATFORM = sky130hd
export DESIGN_NAME = PE
export DESIGN_NICKNAME = PE
export VERILOG_FILES = /design/flow/design.v
export SDC_FILE = /design/flow/constraint.sdc
export NUM_CORES = 4
export LEC_CHECK = 1
export CORE_UTILIZATION = 50
```

## design/flow/constraint.sdc

```tcl
current_design PE

set clk_period 7.0
set clk_io_pct 0.2

create_clock -name clk0 -period $clk_period [get_ports {CLK}]

set non_clock_inputs [all_inputs -no_clocks]
set_input_delay [expr $clk_period * $clk_io_pct] -clock clk0 $non_clock_inputs
set_output_delay [expr $clk_period * $clk_io_pct] -clock clk0 [all_outputs]
```

## design/flow/design.v

```verilog
module PE(
    input wire CLK,                          
    input wire RESET,                        
    input wire EN,                           
    input wire SELECTOR,                     
    input wire W_EN,                          
    input wire signed[7:0]active_left,
    output reg signed[7:0]active_right,
    input wire signed[15:0]in_sum,
    output reg signed[15:0]out_sum,
    input wire signed[7:0]in_weight_above,
    output wire signed[7:0]out_weight_below
	);
    reg signed[7:0] weight_1; 
    reg signed[7:0] weight_2;
    always @(negedge RESET or posedge CLK )begin
        if(~RESET)
        begin
            out_sum <= 0;
            active_right <= 0;
            weight_1 <= 0;
            weight_2 <= 0;
        end
        else
        begin
            if(EN)
            begin
                active_right <= active_left;              
                if(SELECTOR)
                begin                                       
                    out_sum <= weight_2*active_left+in_sum;
                    if(W_EN)
                    begin
                        weight_1 = in_weight_above;
                    end
                end  
                else
                begin
                    out_sum <= weight_1*active_left+in_sum;
                    if(W_EN)
                    begin
                        weight_2 = in_weight_above;
                    end
                end             
            end
        end
    end
    assign out_weight_below = (SELECTOR)?weight_1 :weight_2;
endmodule
```

==> impl_metrics.csv <==
group,metric,value,unit
layout,final_util,58.72,%
synth,async_flop_share,100.0,%
critical_path,crit_type,"primary input to flop",
critical_path,arrival,6.66,ns
final_timing,setup_tns,0,ns
global_routing,use_met3,4.159,%
clock_network,post_cts_buffers,0,
synth,synthesis.area,7507,um^2
critical_path,crit_path_start,"active_left[1]",
placement,place_hpwl,13450,um
critical_path,worstSetupPathDepth,14,
route,ant_nets,0,
clock_network,clk_pin_slew,0.06,ns
final_timing,worstMarginPinSlew,0.5989,ns
clock_network,clockBufferDepth,2,
critical_path,endpoint,"out_sum[15]$_DFFE_PN0P_",
global_routing,use_met2,40.79,%
final_timing,worst_slack,0.5563,ns
floorplanning,die_h,124.5,um
synth,ys_area,7507,um^2
critical_path,crit_chain,"clkdlybuf4s50_1 -> and2_1 -> fa_1 -> fa_1 -> fa_1 -> fa_1 -> ha_1 -> ha_1 -> a21o_1 -> a21o_1 -> a2111oi_2 -> o21ai_0 -> mux2_2 -> o211ai_2",
clock_network,cts_num_sinks,40,
clock_network,clk_latency,0.30,ns
critical_path,r2r-start,"weight_1[7]$_DFFE_PN0P_",
critical_path,crit_top_cell,"fa_1",
critical_path,critPathBufInv,1,
route,drc,0,
synth,postSynthCellCount,741,
global_routing,grt_overflow,0,
final_timing,hold_viol_final,0,
run,warnings,27,
global_routing,busiest_layer,"met2",
route,vias,5128,
floorplanning,rows,44,
floorplanning,core,14590,um^2
final_timing,finalWorstPathRequiredPeriod,6.444,ns
route,wl_per_cell,16.78,um
critical_path,timing.rr.end,"out_sum[15]$_DFFE_PN0P_",
route,drt-initial-drc-count,150,
synth,ys_seq_share,13.33,%
critical_path,crit_required,7.22,ns
run,drv_cap,0,
layout,drive_gt1_share,7.740,%
layout,syn2layout_area_growth,14.12,%
critical_path,crit_fanout,12,
route,avgViaCountPerCell,5.206,
final_timing,fmax,155.2,MHz
global_routing,grt_pass1_vias,5629,
synth,yosysWarnings,1,
floorplanning,io_pins,69,
clock_network,numCtsBuffers,5,
critical_path,r2r_cells,13,
placement,port_buffers,68,
route,routed_wirelength,16530,um
global_routing,grtUsageMet1,37.91,%
final_timing,final_max_slew_viol_count,0,
critical_path,cp_slowest_cell,"clkdlybuf4s50_1",
placement,dpl_worst_slack,0.2769,ns
synth,ys.flops,40,
critical_path,cp-end-kind,"flop",
global_routing,grt_max_degree,41,
clock_network,clockRootBuffer,"clkbuf_16",
clock_network,cts_tree,"done",
global_routing,grt_pass1_wl,28200,um
final_timing,setup_viol,0,
critical_path,cp_top_family,"adder cells",
synth,ys_types,43,
clock_network,holdBufCountCts,0,
final_timing,fin_worst_skew,0.008855,ns
floorplanning,fp_util,51.46,%
clock_network,htreeDepth,2,
final_timing,rsz0062_at_grt,"no",
outcome,status,"finished, final reports clean",
route,diodes,0,
clock_network,cts.repair.resized,0,
critical_path,start_kind,"primary input",
route,drt_first_pass_iters,4,
synth,edf_count,0,
synth,yosys_cells,741,
floorplanning,die_w,124.5,um
synth,avgSynthCellArea,10.13,um^2
critical_path,critical_path.max_stage_delay,0.81,ns
final_timing,min_period_over_period,92.05,%
min_path,min_path_type,"flop to flop",
placement,gp_congestion,0.8656,
global_routing,grtUsageTotal,24.80,%
final_timing,slew_headroom,59.95,%
global_routing,antenna_found_initial,0,
critical_path,ff2ff_setup_slack,1.92,ns
synth,synth_top_flop_cell,"dfrtp_1",
floorplanning,die_area,15510,um^2
## metal layers
| layer | vias up | share of wire, % |
|---|---|---|
| met2 | 101 | 52 |
| met5 | - | 0 |
| met3 | 12 | 4.0 |
| met1 | 2595 | 43 |
| met4 | 0 | 1.6 |
| li1 | 2420 | - |
## worst min path at each step
| stage | start | end | slack, ns | depth (start not counted) |
|---|---|---|---|---|
| after CTS | active_right[4]$_DFFE_PN0P_ | active_right[4]$_DFFE_PN0P_ | 0.51 | 1 |
| after global routing | out_sum[6]$_DFFE_PN0P_ | out_sum[6]$_DFFE_PN0P_ | 0.53 | 1 |
| final | out_sum[15]$_DFFE_PN0P_ | out_sum[15]$_DFFE_PN0P_ | 0.50 | 2 |
## layout by cell type, fill, tap and decap left out, drive strengths merged, types with 2 or more instances in the layout
cell / count
and2: 64
a31oi: 2
a21o: 8
o211ai: 2
clkdlybuf4s50: 67
a21oi: 22
dfrtp: 40
inv: 135
xor2: 4
nor2: 31
clkbuf: 6
buf: 15
mux2i: 10
ha: 74
nand2b: 3
a211oi: 8
o21bai: 5
o21a: 2
mux2: 35
fa: 142
o21ai: 20
nor2b: 3
xnor2: 33
nand3: 2
nand2: 53
## tightest hold or removal path: cells and delay by family (launching register included)
family,cells,cell delay (ns)
AOI/OAI and AO/OA,1,0.05
and+or+nand+nor,1,0.07
DFF,1,0.34
## registers in the layout, summed over array words and instances (netlist names)
signal / flops
weight_1: 8
weight_2: 8
active_right: 8
out_sum: 16
## final cells by class
| class | count | area [um^2] |
|---|---|---|
| flip-flops and latches | 40 | 1001 |
| clock buffers | 6 | 128.9 |
| inverters | 135 | 506.7 |
| fillers | 1227 | 6022 |
| clock inverters | 2 | 35.03 |
| well taps | 184 | 230.2 |
| repair buffers | 82 | 780.7 |
| multi-input cells | 536 | 5884 |
## cells by family (layout without fill, tap and decap cells)
kind of cell | after synthesis | in the layout | share of synthesized area (%)
AND/OR/NAND/NOR | 162 | 162 | 10.70
multiplexers | 45 | 45 | 6.583
buffers and inverters | 165 | 225 | 8.283
XOR/XNOR | 37 | 37 | 4.317
flip-flops | 40 | 40 | 13.33
AND-OR/OR-AND | 76 | 76 | 6.583
adder cells (fa/ha/maj) | 216 | 216 | 50.20
## cells in the mapped netlist, types with 2 or more instances
library cell	number	area share, %
fa_1	142	38
inv_1	135	6.8
ha_1	74	12
and2_1	64	5.3
nand2_1	53	2.6
dfrtp_1	40	13
mux2_2	35	5.3
xnor2_1	33	3.9
nor2_1	31	1.5
clkbuf_1	26	1.3
a21oi_1	22	1.5
o21ai_0	17	1.1
mux2i_1	10	1.3
a211oi_1	7	0.70
a21o_1	7	0.70
o21bai_1	5	0.50
xor2_1	4	0.47
nand2b_1	3	0.25
nor2b_1	3	0.25
a31oi_1	2	0.17
buf_1	2	0.10
buf_2	2	0.13
nand3_1	2	0.13
o21a_1	2	0.20
o21ai_1	2	0.13
## per-stage QoR
step | cells | area, um^2 | hold WS (ns)
CTS | 985 | 8567 | 0.5133
global route | 985 | 8567 | 0.5259
floorplan | 741 | 7507 | 0.4421
detailed placement | 977 | 8403 | 0.4999
finish | 985 | 8567 | 0.5028
global placement | 977 | 8403 | 0.4910
