File: design.v
`timescale 1ns/10ps
module  UART_TXer(
                 clk,
		             res,           
                 data_in,
                 en_data_in,
                 TX,
                 rdy
                  );
input            clk;
input            res;
input[7:0]       data_in;      
input            en_data_in;   
output           rdy;          
output           TX;   
reg[3:0]         state ;        
reg[10:0]        send_buf;      
reg[12:0]        con;           
assign            TX=send_buf[0];  
reg[9:0]           send_flag;  
reg                rdy;
always@(posedge clk or negedge res )
   if (~res )begin 
   state<=0; send_buf<=0;con<=0;send_flag<= 10'b10_0000_0000;
   rdy<=0;
   end
   else begin 
      case(state)
      0: 
        begin 
        if (en_data_in)begin
            send_buf={1'b1,data_in,1'b0} ;
            send_flag<= 10'b10_0000_0000;
            rdy<=1;
            state<=1; 
            end 
        end 
      1: 
        begin 
            if (con==5000-1)begin 
                  con<=0;
                  end
            else begin 
                 con<=con+1;
                 end
            if (con==0)begin 
                send_buf[8:0]<=send_buf[9:1];
                send_flag[8:0]<=send_flag[9:1];
            end
            if (send_flag[0]) begin 
                rdy<=0;
                state<=0;
            end 
        end 
        endcase
   end
endmodule
`timescale 1ns/10ps
module UART_top(
                 clk,
                 res,
                 RX,
                 TX
);
 input           clk;
 input           res;
 input           RX;
 output          TX;
wire[7:0]        din_pro;
wire             en_din_pro;
wire[7:0]        dout_pro;
wire             en_dout_pro;
wire             rdy;
UART_RXer  UART_RXer(
                      .clk(clk),
                      .res(res),
                      .RX(RX),
                      .data_out(din_pro),
                      .en_data_out(en_din_pro)
                  ); 
UART_TXer  UART_TXer(
                      .clk(clk),
                      .res(res),
                      .data_in(dout_pro),
                      .en_data_in(en_dout_pro),
                      .TX(TX),
                      .rdy(rdy)
                  );
cmd_pro  cmd_pro(
                .clk(clk),
                .res(res),          
                .din_pro(din_pro),
                .en_din_pro(en_din_pro),
                .dout_pro(dout_pro),
                .en_dout_pro(en_dout_pro),
                .rdy(rdy)
                  );
endmodule
`timescale 1ns/10ps
module  cmd_pro(
                 clk,
		         res,           
                 din_pro,
                 en_din_pro,
                 dout_pro,
                 en_dout_pro,
                 rdy
                  );
input            clk;
input            res;
input[7:0]       din_pro;     
input            en_din_pro;  
output[7:0]      dout_pro;    
output           en_dout_pro; 
output           rdy;         
reg              en_dout_pro;
reg[2:0]         state ;      
reg[7:0]         cmd_reg,A_reg,B_reg; 
reg[7:0]         dout_pro;
parameter        add_ab=8'h0a;
parameter        sub_ab=8'h0b;
parameter        and_ab=8'h0c;
parameter        or_ab =8'h0d;
always@(posedge clk or negedge res )
   if (~res )begin 
   state<=0; 
   cmd_reg<=0;A_reg<=0;B_reg<=0;dout_pro<=0;
   en_dout_pro<=0;
   end
   else begin 
      case(state)
      0: 
        begin 
        en_dout_pro<=0;
        if (en_din_pro)begin
            cmd_reg<=din_pro;
            state<=1; 
            end 
        end 
      1: 
        begin 
            if (en_din_pro)begin 
                   A_reg<=din_pro;
                   state<=2;
                  end
        end 
      2: 
        begin 
            if (en_din_pro)begin 
                   B_reg<=din_pro;
                   state<=3;
                  end
        end 
      3: 
        begin 
            state<=4;
            case(cmd_reg)
            add_ab:begin dout_pro<=A_reg+B_reg;  end
            sub_ab:begin dout_pro<=A_reg-B_reg;  end
            and_ab:begin dout_pro<=A_reg&B_reg;  end
            or_ab:begin  dout_pro<=A_reg|B_reg;  end
            endcase
        end 
        4: 
        begin 
            if (~rdy)begin 
                   en_dout_pro<=1;
                   state<=0;
                  end
        end 
        default: 
        begin 
        state <=0;
        en_dout_pro<=0;
        end 
        endcase
   end
endmodule
`timescale 1ns/10ps
module  UART_RXer(
                 clk,
		           res,
                 RX,
                 data_out,
                 en_data_out
                  );
input            clk;
input            res;
input            RX;
output[7:0]      data_out;      
output           en_data_out;   
reg[7:0]         data_out;
reg[7:0]         state ;        
reg[12:0]        con;          
reg[3:0]         con_bits ;     
reg              RX_delay;     
reg              en_data_out;
always@(posedge clk or negedge res )
   if (~res )begin 
   state<=0; con<=0;con_bits<=0; RX_delay<=0;
   data_out<=0;en_data_out<=0;
   end
   else begin 
      RX_delay <=RX;
      case(state)
      0: 
        begin 
        if (con==4999)begin
            con<=0; 
            end 
        else begin 
            con<=con+1; 
            end 
        if(con==0) begin
           if (RX) begin 
               con_bits<=con_bits+1;
               end
            else begin 
               con_bits<=0;
               end
         if (con_bits==12)begin 
            state<=1;
            end 
        end
        end 
      1: 
        begin 
        if (~RX & RX_delay)begin 
            state<=2;
            end
        end
      2:  
        begin 
        if (con==7500-1)begin 
              con<=0;
              data_out[0]<=RX;
              state<=3;
              end
        else begin 
             con<=con+1;
             end
        end 
        3:  
        begin 
          if (con==5000-1)begin 
              con<=0;
              data_out[1]<=RX;
              state<=4;
              end
          else begin 
             con<=con+1;
             end
        end
       4:  
        begin 
          if (con==5000-1)begin 
              con<=0;
              data_out[2]<=RX;
              state<=5;
              end
          else begin 
             con<=con+1;
             end
        end
        5:  
        begin 
          if (con==5000-1)begin 
              con<=0;
              data_out[3]<=RX;
              state<=6;
              end
          else begin 
             con<=con+1;
             end
        end
        6:  
        begin 
          if (con==5000-1)begin 
              con<=0;
              data_out[4]<=RX;
              state<=7;
              end
          else begin 
             con<=con+1;
             end
        end
        7:  
        begin 
          if (con==5000-1)begin 
              con<=0;
              data_out[5]<=RX;
              state<=8;
              end
          else begin 
             con<=con+1;
             end
        end
        8:  
        begin 
          if (con==5000-1)begin 
              con<=0;
              data_out[6]<=RX;
              state<=9;
              end
          else begin 
             con<=con+1;
             end
        end
        9:  
        begin 
          if (con==5000-1)begin 
              con<=0;
              data_out[7]<=RX;
              state<=10;
              end
          else begin 
             con<=con+1;
             end
        end
        10: 
        begin
          en_data_out<=1;
          state<=1;
        end 
        default:
        begin 
           state<=0;
           con<=0;
           con_bits<=0;
           en_data_out<=0;
        end
        endcase
   end
endmodule
File: run.sh
#!/bin/bash
# OpenROAD 26Q1-2900-gdf79404cd8, Yosys 0.63+post, stock flow scripts
make -C /OpenROAD-flow-scripts/flow DESIGN_CONFIG=/design/flow/config.mk WORK_HOME=/design/flow/orfs finish
File: config.mk
export PLATFORM = sky130hd
export DESIGN_NAME = UART_top
export DESIGN_NICKNAME = UART_top
export VERILOG_FILES = /design/flow/design.v
export SDC_FILE = /design/flow/constraint.sdc
export NUM_CORES = 4
export LEC_CHECK = 1
export CORE_UTILIZATION = 40
File: constraint.sdc
current_design UART_top

set clk_period 4.6
set clk_io_pct 0.2

create_clock -name clk0 -period $clk_period [get_ports {clk}]

set non_clock_inputs [all_inputs -no_clocks]
set_input_delay [expr $clk_period * $clk_io_pct] -clock clk0 $non_clock_inputs
set_output_delay [expr $clk_period * $clk_io_pct] -clock clk0 [all_outputs]
==> job_summary.md <==
## PnR job results

| Metric | Value |
|---|---|
| Status | `finished, final reports clean` |
| MUX share of area | `9.02%` |
| Endpoint type of the worst setup path | `flop` |
| Final WL | `9750 µm` |
| Top-area cell share | `49.6%` |
| Critical Path RT | `4870 ps` |
| #FFs+latches synth | `111` |
| Number of enable flip-flop cells | `0` |
| First-pass GRT wire length | `17300 µm` |
| Clk root buf | `clkbuf_16` |
| Vias in the first global route | `3557` |
| Setup Buffers After CTS | `0` |
| Hold Crit Class | `flop to flop` |
| Reg clk slew, reported paths | `80 ps` |
| Core box area | `13200 µm²` |
| Utilization after layout | `44.9%` |
| Slew margin rel. | `50.1%` |
| Reg2reg path depth | `11` |
| Overflow after GRT | `0` |
| Fmax | `366 MHz` |
| Finished Layout Cells | `727` |
| CTS tree | `done` |
| CTS resizes | `0` |
| Post-layout min period | `2740 ps` |
| Tool Warnings | `30` |
| Row cnt | `42` |
| Post-Place Cells | `711` |
| Cts hold-fix bufs | `0` |
| Leakage Power | `2.64 nW` |
| Starting Density | `41.2%` |
| Dpl hpwl | `6610 µm` |
| Yosys warnings | `3` |
| Crit path DAT | `3010 ps` |
| Main flop type | `dfrtp_1` |
| DRC marker count from the first detailed-route iteration | `242` |
| AO/OA Area Share | `10.8%` |
| Maximum root-to-sink buffer count | `2` |
| Layout fillers | `1241` |
| H-tree depth | `3` |
| Yosys simple share | `17.2%` |
| Cells after synthesis | `542` |
| Netlist cell types | `51` |
| Clock Skews | `8.69 ps` |
| Yosys chip area | `5450 µm²` |
| Via Count | `3759` |
| Yosys Instances | `542` |
| Synth Area per Inst | `10.1 µm²` |
| Area leader, netlist | `dfrtp_1` |
| Mapped cell area | `5450 µm²` |
| Crit share post-route | `59.5%` |
| GR Util All Layers | `15.4%` |
| Post-synthesis sequential area ratio | `51.0%` |
| Critical Path Start Type | `flop` |
| Layout cells sized above 1 | `12.0%` |
| Async set-reset flop share out of synthesis | `100%` |
| Largest logic family | `simple AND/OR/NAND/NOR gates` |
| Antenna diode count | `0` |
| Final setup TNS | `0 ps` |
| Maximum VDD drop | `200 µV` |
| Final Wtd Congestion | `0.871` |
| Worst-Skew Late Latency | `360 ps` |
| Clock sinks | `111` |
| Die Size | `14100 µm²` |
| PD cells | `294 nW/µm²` |
| Crit path max fanout | `8` |
| Remaining DRCs | `0` |
| Finish-stage setup viols | `0` |
| CTS buffer count | `9` |
| Worst-margin pin slew | `741 ps` |
| Via density | `5.17` |
| # IOs | `4` |
| Largest net degree at the start of global routing | `49` |
| Post-route worst setup slack | `1860 ps` |
| I/O Buffers | `3` |
| Biggest registers after layout | `UART_RXer.con (13), UART_TXer.con (13), UART_TXer.send_buf (10)` |
| Xor/xnor share | `4.02%` |
| DIE HEIGHT | `119 µm` |
| Comb area | `2470 µm²` |
| Die X | `119 µm` |
| Reg area | `2780 µm²` |
| Fin. Hold Viols | `0` |
| Crit Path Class | `flop to flop` |
| Adder Area Share | `4.22%` |
| Initial antenna violation count | `0` |
| RSZ-0062 raised after global routing | `false` |
| ANT nets after route | `0` |
| Layout area overhead | `9.18%` |
| Fin. max-slew vios | `0` |
| Wirelength per Cell | `13.4 µm` |
| Max Cap Viol | `0` |
| Cell count of the worst hold path | `2` |
| DR pass1 iterations | `5` |
| Top cells by area | `dfrtp_1 50%, mux2_2 6.8%, o21ai_0 4.9%` |
| Post-Place Worst Slack | `1910 ps` |
synth_stat cells, drive strengths merged, types with 4 or more instances:
cell,instances
nor4,9
buf,4
or2,4
nor3,4
nor2,37
nand3,21
inv,36
a21oi,33
mux2,33
or3,5
dfrtp,108
xnor2,10
xor2,15
nand4,11
mux2i,12
nor2b,7
ha,16
clkbuf,11
nand2,60
or4,4
o31ai,4
o21ai,56
nand2b,7
and3,5
metal layers:
| layer | vias to the layer above | routed length [µm] | track usage (%) |
|---|---|---|---|
| li1 | 1894 | - | - |
| met1 | 1813 | 5060 | 25.7 |
| met2 | 45 | 4250 | 22.4 |
| met3 | 7 | 333 | 3.10 |
| met4 | 0 | 109 | 1.58 |
| met5 | - | 0 | 0 |
worst max-delay path, stage by stage (launching register included):
cell and delay, ps:
dfrtp_1 380, nor4_1 340, nand4_1 310, nor2b_1 240
xnor2_1 120, ha_1 330, a21oi_1 190, a2bb2oi_1 290
nand3_1 110, o2111ai_1 100, o21ai_0 100, o21ai_0 140
placed cells by master, fill, tap and decap left out, types with 3 or more instances in the layout:
cell       count
a21oi_1       32
and3_1         5
buf_4          6
clkbuf_16      9
dfrtp_1      108
dfstp_2        3
ha_1          16
inv_1         36
inv_6          5
mux2_2        33
mux2i_1       12
nand2_1       60
nand2b_1       7
nand3_1       21
nand4_1       11
nor2_1        35
nor2b_1        7
nor3_1         4
nor4_1         8
o21ai_0       53
o21ai_1        3
o31ai_1        4
or2_2          4
or3_1          5
or4_1          3
xnor2_1       10
xor2_1        15
kinds of logic after synthesis:
family	Yosys count
multiplexers	45
flip-flops	111
buffers and inverters	51
adder cells (fa/ha/maj)	18
XOR/XNOR	25
AND-OR/OR-AND	107
AND/OR/NAND/NOR	185
per-stage QoR:
stage               cell area (µm²)  power [mW]  hold WS [ps]
floorplan                      5450        1.00           433
global placement               5670        1.03           467
detailed placement             5670        1.03           466
CTS                            5950        1.78           486
global route                   5950        1.82           514
finish                         5950        1.75           483
report_power, final:
part	internal (mW)	leakage [nW]	switching [mW]
clock	0.377	0.139	0.366
sequential	0.979	1.50	0.00363
combinational	0.00514	1.01	0.0212
total	1.36	2.64	0.391
path summary, 6_finish.rpt:
| check | slack, ps | endpoint | startpoint |
|---|---|---|---|
| min in group asynchronous | 510 | cmd_pro.A_reg[5] | res |
| hold reg to reg | 480 | cmd_pro.dout_pro[1] | cmd_pro.dout_pro[1] |
| max in group asynchronous | 3130 | UART_RXer.con[8] | res |
| setup / recovery | 1860 | cmd_pro.dout_pro[6] | cmd_pro.cmd_reg[5] |
| setup reg to reg | 1860 | cmd_pro.dout_pro[6] | cmd_pro.cmd_reg[5] |
| hold / removal | 480 | cmd_pro.dout_pro[1] | cmd_pro.dout_pro[1] |
cell type report:
| cell class | count | share of cell area [%] |
|---|---|---|
| multi-input cells | 380 | 41.5 |
| inverters | 36 | 2.27 |
| clock inverters | 6 | 0.820 |
| clock buffers | 10 | 3.85 |
| well taps | 176 | 3.70 |
| repair buffers | 8 | 1.09 |
| flip-flops and latches | 111 | 46.7 |
Power is estimated from default activity; no workload was simulated.
