==> /design/flow/design.v <==
`timescale 1ns/10ps
module sigma_16p(
                 clk,
		           res,
		           data_in,
                 syn_in,
                 data_out,
                 syn_out);
input           clk;
input           res;
input[7:0]      data_in;      
input           syn_in;       
output[11:0]    data_out;      
output          syn_out;      
reg             syn_in_n1;    
wire            syn_pulse;    
assign          syn_pulse=syn_in & syn_in_n1;
reg[3:0]        con_syn;      
wire[7:0]       comp_8;       
wire[11:0]      d_12;         
reg[11:0]       data_out;
assign          comp_8=data_in[7]?{data_in[7],~data_in[6:0]}:data_in;
assign          d_12={comp_8[7],comp_8[7],comp_8[7],comp_8[7],comp_8};
reg[11:0]       sigma; 
reg             syn_out;
always@(posedge clk or negedge res )
   if (~res )begin 
   	syn_in_n1<=0;con_syn<=0;sigma<=0;data_out<=0;
      syn_out<=0;
   end
   else begin 
      syn_in_n1<=~syn_in;
      if (syn_pulse) begin 
          con_syn=con_syn+1;
          end
      if (syn_pulse) begin 
          if (con_syn==15)begin 
          sigma<=d_12;
          data_out<=sigma;
          syn_out<=1;
          end
          else begin 
          sigma<=sigma+d_12;
          end
      end
      else  begin 
            syn_out<=0;
      end
   end 
endmodule
==> /design/flow/run.sh <==
#!/bin/bash
# OpenROAD 26Q1-2900-gdf79404cd8, Yosys 0.63+post, stock flow scripts
make -C /OpenROAD-flow-scripts/flow DESIGN_CONFIG=/design/flow/config.mk WORK_HOME=/design/flow/orfs finish
==> /design/flow/config.mk <==
export PLATFORM = sky130hd
export DESIGN_NAME = sigma_16p
export DESIGN_NICKNAME = sigma_16p
export VERILOG_FILES = /design/flow/design.v
export SDC_FILE = /design/flow/constraint.sdc
export NUM_CORES = 4
export LEC_CHECK = 1
export CORE_AREA = 10 10 108 108
export DIE_AREA = 0 0 118 118
==> /design/flow/constraint.sdc <==
current_design sigma_16p

set clk_period 6.0
set clk_io_pct 0.2

create_clock -name clk0 -period $clk_period [get_ports {clk}]

set non_clock_inputs [all_inputs -no_clocks]
set_input_delay [expr $clk_period * $clk_io_pct] -clock clk0 $non_clock_inputs
set_output_delay [expr $clk_period * $clk_io_pct] -clock clk0 [all_outputs]
==> impl_metrics.yaml <==
# implementation run metrics
setup_path:
  path_max_fanout: 14
  startpoint_type: "input pin"
  crit_type: "in -> reg"
  crit_required_ns: 6.20
  worst_setup_path_end_kind: "register"
  worstPathArrival_ns: 4.26
final_layout:
  layout_top_cell: "dfrtp_1"
  syn_to_final_growth_pct: 24.78
  comb_area_sq_mm: 0.001056
  drive_above_1_share_pct: 12.92
  final_cell_mix: "30 x dfrtp_1, 23 x clkdlybuf4s50_1, 22 x nand2_1, 13 x ha_1"
  fin_util_pct: 24.91
  regArea_sq_um: 750.7
  num-fill-cells: 1003
final_timing:
  fin_crit_sh_pct: 67.73
  rsz0062_at_grt: "no"
  slew_viol_final: 0
  min_period_ns: 4.064
  worst_pin_slew_ns: 0.8827
  finClkSkew_ns: 0.004339
  setup_viol: 0
  slew_headroom_pct: 41.15
  hold_viol: 0
  max_freq_mhz: 246.1
  tns_ns: 0
global_route:
  grt_pass1_vias: 1350
  grt_pass1_wl_mm: 6.927
  grt_overflow: 0
  grt_usage_pct: 5.917
  antenna_found_initial: 0
  grt_max_degree: 31
logic_synthesis:
  ys_types: 39
  numSynthFlops: 30
  yosys_area_sq_mm: 0.001853
  ys_seq_share_pct: 40.51
  synthCells: 182
  ys_async_sr_fraction_pct: 100.0
  synth_area_sq_mm: 0.001853
  synth_area_per_cell_sq_um: 10.18
  synthFlopType: "dfrtp_1"
  yosysWarnings: 1
  synth_stat.cells: 182
  synth-edff-count: 0
route:
  drc: 0
  antenna-diode-count: 0
  ant_nets: 0
  wl_per_cell_um: 11.51
  num_vias: 1357
  totalWireLength_mm: 3.889
  viasPerCell: 4.015
  drt_pass1_iterations: 4
  drt_iter0_markers: 71
cts:
  htreeDepth: 2
  cts_tree: "yes"
  ctsLongestPathBuffers: 2
  clk-insertion-delay-late_ns: 0.28
  cts-resized-gates: 0
  holdBufCountCts: 0
  cts-root-buf: "clkbuf_8"
  clkSinkCount: 30
  post_cts_buffers: 0
  cts_made_buffers: 5
  clk_pin_slew_worst_paths_ns: 0.06
placed_design:
  hpwl_mm: 2.867
  gp_congestion: 0.8332
  numPortBuffers: 23
floorplan:
  io-pin-count: 24
  chipArea_sq_mm: 0.01392
  core.rowCount: 35
  coreArea_sq_mm: 0.009284
  die_w_um: 118
  fp.dieH_um: 118
  fp_util_pct: 19.96
job:
  drv_cap: 0
  tool_warnings: 26
power_and_ir_drop:
  ir_drop_v: 0.0001087
  total_power_mw: 1.050
  p_leak_nw: 1.048
  powerDensity_mw_per_mm2: 454.2
hold_path:
  hold_class: "reg -> reg"
status:
  status: "complete, no violations"
## cells in the mapped netlist (2+ instances only)
| master | n | area (sq um) |
|---|---|---|
| dfrtp_1 | 30 | 750.7 |
| nand2_1 | 22 | 82.58 |
| ha_1 | 13 | 162.7 |
| mux2_2 | 12 | 135.1 |
| o21ai_0 | 12 | 60.06 |
| a21oi_1 | 10 | 50.05 |
| mux2i_1 | 9 | 90.09 |
| xnor2_1 | 9 | 78.83 |
| xor2_1 | 9 | 78.83 |
| nor2_1 | 8 | 30.03 |
| nand3_1 | 7 | 35.03 |
| a21o_1 | 4 | 30.03 |
| nor3_1 | 4 | 20.02 |
| a31oi_1 | 3 | 18.77 |
| a211o_1 | 2 | 17.52 |
| buf_6 | 2 | 22.52 |
| clkbuf_1 | 2 | 7.510 |
| inv_1 | 2 | 7.510 |
| nand4_1 | 2 | 12.51 |
## power breakdown
group | switching (mW) | internal (mW) | total, mW
logic | 0.235 | 0.287 | 0.523
registers | 0.0717 | 0.290 | 0.362
clock network | 0.0733 | 0.0924 | 0.166
## cell families (layout without fill, tap and decap cells)
kind of cell,Yosys count,after routing,share of synthesized area [%]
and+or+nand+nor,49,49,12.02
AOI/OAI and AO/OA,41,41,13.84
DFF,30,30,40.51
muxes,22,22,12.76
xor gates and xnor gates,18,18,8.508
adders and majority gates,14,14,9.858
buffers and inverters,8,35,2.498
## sequential cells by signal, indices dropped and copies added (netlist names)
signal,count
data_out,12
sigma,12
con_syn,4
syn_in_n1,1
syn_out,1
## routing by layer
layer	part of all wire (%)	vias to the layer above	global-route usage [%]
met5	0	-	0
met4	0.98	0	0.6955
met3	7.5	5	2.333
met2	43	24	8.392
met1	49	620	8.524
li1	-	708	-
## path summary, 6_finish.rpt
| kind | to | cells after the start | slack (ns) | start |
|---|---|---|---|---|
| min in group asynchronous | data_out[4] | 2 | 1.32 | res |
| hold / removal | data_out[4] | 1 | 0.49 | data_out[4] |
| setup reg to reg | sigma[11] | 8 | 3.52 | con_syn[0] |
| hold reg to reg | data_out[4] | 1 | 0.49 | data_out[4] |
| setup / recovery | sigma[8] | 11 | 1.94 | data_in[7] |
| max in group asynchronous | sigma[1] | 2 | 4.39 | res |
## worst max-delay path, stage by stage
cell and delay [ns]:
clkdlybuf4s50_1 0.76, xor2_1 0.32, ha_1 0.24, fa_1 0.42, a211oi_1 0.23, o21bai_1 0.13, a2111oi_0 0.40, nor3_1 0.14
xor2_1 0.15, nand2_1 0.06, a31oi_1 0.19
## stage by stage
| step | cell area, sq um | worst slack, ns | hold WS [ns] | std cells |
|---|---|---|---|---|
| 5_1_grt | 2312 | 1.627 | 0.5207 | 338 |
| 3_3_place_gp | 2221 | 1.654 | 0.4771 | 330 |
| 3_5_place_dp | 2221 | 1.653 | 0.4880 | 330 |
| 4_1_cts | 2312 | 1.921 | 0.5022 | 338 |
| 6_report | 2312 | 1.936 | 0.4925 | 338 |
| 2_1_floorplan | 1853 | 2.447 | 0.4325 | 182 |
## cell type report
cell class | instances | area share, %
clock buffer | 7 | 3.734
multi-input combinational | 144 | 45.67
tap | 129 | 6.981
clock inverter | 1 | 0.2164
timing repair buffer | 25 | 10.61
inverter | 2 | 0.3247
sequential | 30 | 32.47
No activity file was given, so power comes from the tool's default toggle rates.
